`./run.sh`:
```
#!/bin/bash
# OpenROAD 26Q1-2900-gdf79404cd8, Yosys 0.63+post, stock flow scripts
make -C /OpenROAD-flow-scripts/flow DESIGN_CONFIG=/design/flow/config.mk WORK_HOME=/design/flow/orfs finish
```
`./config.mk`:
```
export PLATFORM = sky130hd
export DESIGN_NAME = Regs
export DESIGN_NICKNAME = Regs
export VERILOG_FILES = /design/flow/design.v
export SDC_FILE = /design/flow/constraint.sdc
export NUM_CORES = 4
export LEC_CHECK = 1
export CORE_UTILIZATION = 30
```
`./constraint.sdc`:
```
current_design Regs

set clk_period 6.5
set clk_io_pct 0.2

create_clock -name clk0 -period $clk_period [get_ports {clk}]

set non_clock_inputs [all_inputs -no_clocks]
set_input_delay [expr $clk_period * $clk_io_pct] -clock clk0 $non_clock_inputs
set_output_delay [expr $clk_period * $clk_io_pct] -clock clk0 [all_outputs]
```
`./design.v`:
```
`timescale 1ns / 1ps
module  Regs(input clk, rst, we, 
		       input [4:0] reg_Rs_addr_A, reg_Rt_addr_B, reg_Wt_addr, 
		       input [31:0] wdata,
		       output [31:0] rdata_A,  rdata_B
		    );
	reg [31:0] register [1:31]; 		 
   integer i;
	assign rdata_A = (reg_Rs_addr_A == 0) ? 0 : register[reg_Rs_addr_A];	    	 
	assign rdata_B = (reg_Rt_addr_B == 0) ? 0 : register[reg_Rt_addr_B];   	 
	always @(posedge clk or posedge rst)  begin
		if (rst == 1) begin 
			for (i=1; i<32; i=i+1) begin
				register[i] <= 0; 		 
			end
		end else if ((reg_Wt_addr != 0) && (we == 1)) begin
			register[reg_Wt_addr] <= wdata;      			 
		end
	end
endmodule
```
==> README.md <==
| Stage | Metric | This run |
|:---|:---|:---|
| cts | Max clock buf depth | 3 |
| die | Vert. Die Dim | 408.1 um |
| timing | Worst Hold Slack | 0.5208 ns |
| timing | Worst Setup Slack, final | -0.03442 ns |
| global routing | Initial antenna violation count | 5 |
| status | Result of the run | finished with violations |
| timing | Hold violation count in the final report | 0 |
| logic synthesis | Flip-flop and latch count after synthesis | 992 |
| logic synthesis | Post-synth cell types | 63 |
| logic synthesis | Number of cells in the yosys synthesis report | 4196 |
| setup path | CP Max Fanout | 14 |
| final layout | Area grow syn2layout | 18.45% |
| timing | Worst slew pin tran | 1.134 ns |
| global routing | Final global-route overflow total | 0 |
| final layout | Number of filler instances in the final layout | 15.67k |
| cts | Worst-Skew Late Latency | 0.76 ns |
| setup path | Worst path cell trace | clkdlybuf4s50_1, nand3_1, nor2_4, buf_4, a22oi_1, nand2_1, nor3_1, a21oi_1, clkdlybuf4s50_1 |
| cts | Number of CTS-inserted buffers | 107 |
| final layout | Largest register by flop count | register |
| routing | Drt first-iter violations | 5469 |
| routing | Routed wire length per instance | 39.80 um |
| logic synthesis | Dominant cells by area after synthesis | sky130_fd_sc_hd__dfrtp_1 50%, sky130_fd_sc_hd__mux2_2 22%, sky130_fd_sc_hd__a22oi_1 12%, sky130_fd_sc_hd__buf_2 1.9%, sky130_fd_sc_hd__a21oi_1 1.7% |
| setup path | Sum of buffers and inverters on the critical path | 3 |
| place | Number of port buffers | 113 |
| status | Violated checks | negative setup slack |
| global routing | Vias in the first global route | 42.84k |
| logic synthesis | Netlist area before placement | 49470 um^2 |
| die | Placement row count | 148 |
| final layout | Cell area after layout | 58600 um^2 |
| setup path | Endpoint kind of the worst setup timing path | output pin |
| logic synthesis | Post-synthesis average cell area | 11.79 um^2 |
| place | Final weighted congestion in routability-driven placement | 1.039 |
| setup path | Cell type of the slowest stage on the worst timing path | sky130_fd_sc_hd__clkdlybuf4s50_1 |
| pwr | Leak | 24.92 nW |
| global routing | Total routing usage reported by global routing | 0.3189 |
| setup path | Endpoint required time on the critical path | 5.20 ns |
| final layout | Largest registers | register: 992 flops |
| routing | Number of DRC violations after detailed routing | 0 |
| routing | Via Count | 43.10k |
| die | Width of the die | 408.1 um |
| logic synthesis | Chip area line of the yosys report | 49470 um^2 |
| die | Initial Util | 0.3033 |
| global routing | Largest net degree at the start of global routing | 121 |
| timing | Period utilisation layout | 1.005 |
| global routing | Global-route wire length before repair | 357500 um |
| pwr | Maximum vdd ir drop | 203.6 uV |
| logic synthesis | Number of enable-type register cells in the synthesized netlist | 0 |
| logic synthesis | Cells after synthesis | 4196 |
| die | Die area | 166500 um^2 |
| timing | RSZ-0062 raised after global routing | false |
| logic synthesis | Most numerous cell types in the synthesized netlist | 992 x sky130_fd_sc_hd__dfrtp_1, 988 x sky130_fd_sc_hd__mux2_2, 788 x sky130_fd_sc_hd__a22oi_1 |
| setup path | Kind of start point of the critical path | input port |
| routing | Number of detailed-routing iterations run before antenna repair | 10 |
| cts | Clock transition at the registers of the reported paths | 0.06 ns |
| setup path | Cell occurring most often along the worst timing path | sky130_fd_sc_hd__clkdlybuf4s50_1 |
| routing | Avg Vias per Cell | 6.561 |
| pwr | Power Density | 300.6 nW/um^2 |
| final layout | Number of cells in the finished layout apart from fillers | 6569 |
| timing | Tmin final | 6.534 ns |
| timing | Number of max-slew violations in the final report | 0 |
| place | Number of instances in the placed design | 6364 |
| die | Number of top-level design ports | 114 |
| run | Tool warning count | 41 |
| setup path | Maximum cell stage delay along the critical path | 0.93 ns |
| setup path | WP data arrival | 5.23 ns |
| cts | Number of sinks handled by clock tree synthesis | 992 |
| worst hold path | Type of the most critical hold path | reg -> reg |
| timing | Maximum clock rate | 153.0 MHz |
| logic synthesis | Top flip-flop cell by instance count after synthesis | sky130_fd_sc_hd__dfrtp_1 |
| final layout | Share of final-layout standard cells stronger than drive strength 1 | 0.3593 |
| run | Max-cap violations | 0 |
| logic synthesis | Share of the yosys chip area belonging to registers | 0.5018 |
| logic synthesis | Share of Yosys cell area claimed by the top area cell type | 0.5018 |
| cts | Maximum level of the CTS H-tree | 3 |
| place | Sum of net half-perimeters after detailed placement | 162400 um |
| setup path | Crit path kind | in -> out |
| timing | Clk_skew | 0 ns |
| routing | Antenna Violating Nets Remaining | 0 |
| final layout | Number of flip-flops under the largest register name | 992 |
| setup path | Cell family with most CP delay | buffers and inverters |
| cts | CTS tree | done |
| logic synthesis | Most instantiated library cell after synthesis | sky130_fd_sc_hd__dfrtp_1 |
| logic synthesis | Total number of yosys warnings | 2 |
| logic synthesis | Share of flip-flops with an asynchronous set or reset after synthesis | 1.000 |
| timing | Tightest slew margin relative to the limit | 0.2423 |
| place | Placed Instance Area | 54890 um^2 |
| routing | Final wirelength | 261500 um |
| timing | Setup-violating endpoint count in the final report | 1 |
| cts | Clock root cell | sky130_fd_sc_hd__clkbuf_16 |
| cts | Post-cts hold-fix buffer tally | 0 |
| logic synthesis | Yosys top cell by area | sky130_fd_sc_hd__dfrtp_1 |
| die | Area inside the core boundary | 163100 um^2 |
## power by group
group	leakage [nW]	internal, mW	total [mW]	switching [mW]
logic	10.4	1.31	2.48	1.17
registers	12.7	7.37	8.62	1.25
clock network	1.82	3.77	6.52	2.75
## cell usage in the layout, fill, tap and decap left out, drive strengths merged, types with 7 or more instances in the layout
cell	n
a22o	17
o211ai	7
clkdlybuf4s50	110
a21oi	165
nor2	133
bufinv	11
nor3	72
a22oi	788
o21ai	19
nand3	63
a31oi	23
nand3b	7
a222oi	45
clkinvlp	7
inv	11
dfrtp	992
a32oi	7
nand2b	11
a221oi	20
mux2i	8
clkbuf	152
nor4	20
nand2	197
buf	306
nor2b	9
nand4	100
and3	11
clkinv	26
mux2	997
## cell families (layout without fill, tap and decap cells)
family / Yosys count / in the layout / share of synthesized area
flops: 992 / 992 / 0.5018
simple gates: 658 / 658 / 0.06712
buf+inv: 430 / 623 / 0.04008
mux: 1005 / 1005 / 0.2285
compound gates: 1111 / 1111 / 0.1625
other cells: 0 / 5 / 0
## metrics by stage
step | setup slack [ns] | setup TNS, ns | utilization | total power [mW]
6_report | -0.03442 | -0.03442 | 0.3592 | 17.62
5_1_grt | 0.004301 | 0 | 0.3591 | 18.15
4_1_cts | 0.1812 | 0 | 0.3591 | 17.56
3_5_place_dp | 0.1924 | 0 | 0.3365 | 11.09
3_3_place_gp | 0.1463 | 0 | 0.3365 | 11.04
2_1_floorplan | -8.466 | -8398.60 | - | 9.757
## routing by layer
metal  up-vias  wire length (um)  part of all wire  GRT usage
met5         -               202           0.00077   0.009195
met4        15             21030             0.080     0.1799
met3      1269             41240              0.16     0.1821
met2      3741            105600              0.40     0.4324
met1     21720             93420              0.36     0.3985
li1      16350                 -                 -          -
## final timing paths
kind	to	from	cells past startpoint	slack, ns
setup / recovery	rdata_B[12]	reg_Rt_addr_B[1]	9	-0.03
hold / removal	register[14][20]	register[14][20]	1	0.52
setup reg to reg	register[24][21]	register[24][21]	1	5.51
hold reg to reg	register[14][20]	register[14][20]	1	0.52
max in group asynchronous	register[16][30]	rst	4	3.92
min in group asynchronous	register[22][21]	rst	3	1.19
## cell type report
| type | count | area (um^2) | area share |
|---|---|---|---|
| Inverter | 7 | 30.03 | 0.0005124 |
| Sequential cell | 992 | 24820 | 0.4236 |
| Multi-Input combinational cell | 2774 | 23200 | 0.3959 |
| Clock inverter | 48 | 575.6 | 0.009822 |
| Tap cell | 2175 | 2721 | 0.04644 |
| Timing Repair Buffer | 416 | 4119 | 0.07029 |
| Clock buffer | 152 | 3118 | 0.05321 |
| Antenna cell | 5 | 12.51 | 0.0002135 |
## timing repair
action                                 CTS  global route
setup endpoints to repair                0             1
buffers inserted                         0             0
endpoints found under the hold margin    0             0
resized                                  0             1
No activity file was given, so power comes from the tool's default toggle rates.
